## ./config.mk

```make
export PLATFORM = sky130hd
export DESIGN_NAME = EX_MEM
export DESIGN_NICKNAME = EX_MEM
export VERILOG_FILES = /design/flow/design.v
export SDC_FILE = /design/flow/constraint.sdc
export NUM_CORES = 4
export LEC_CHECK = 1
export CORE_UTILIZATION = 40
```

## ./constraint.sdc

```tcl
current_design EX_MEM

set clk_period 1.0
set clk_io_pct 0.2

create_clock -name clk0 -period $clk_period [get_ports {clk_i}]

set non_clock_inputs [all_inputs -no_clocks]
set_input_delay [expr $clk_period * $clk_io_pct] -clock clk0 $non_clock_inputs
set_output_delay [expr $clk_period * $clk_io_pct] -clock clk0 [all_outputs]
```

## ./design.v

```verilog
module EX_MEM(
    clk_i,
    start_i,
    RegWrite_i,
    MemtoReg_i,
    MemRead_i,
    MemWrite_i,
    RegWrite_o,
    MemtoReg_o,
    MemRead_o,
    MemWrite_o,
    ALU_rst_i,
    writeData_i,
    ALU_rst_o,
    writeData_o,
    RDaddr_i,
    RDaddr_o
);
input clk_i, start_i;
input RegWrite_i, MemWrite_i, MemRead_i, MemtoReg_i;
output reg RegWrite_o, MemWrite_o, MemRead_o, MemtoReg_o;
input        [31:0]    ALU_rst_i, writeData_i;
input        [4:0]     RDaddr_i;
output reg   [31:0]    ALU_rst_o, writeData_o;
output reg   [4:0]     RDaddr_o;
always @(posedge clk_i) begin
  if (start_i) begin
    RegWrite_o <= RegWrite_i;
    MemtoReg_o <= MemtoReg_i;
    MemRead_o <= MemRead_i;
    MemWrite_o <= MemWrite_i;
    ALU_rst_o <= ALU_rst_i;
    writeData_o <= writeData_i;
    RDaddr_o <= RDaddr_i;
  end
end
endmodule
```

## ./run.sh

```bash
#!/bin/bash
# OpenROAD 26Q1-2900-gdf79404cd8, Yosys 0.63+post, stock flow scripts
make -C /OpenROAD-flow-scripts/flow DESIGN_CONFIG=/design/flow/config.mk WORK_HOME=/design/flow/orfs finish
```

==> run notes <==
The flow completed. The flow ran to the end, but the final reports show violations. The final reports fail on negative setup slack. The transition time recorded at the tightest slew-check pin is 0.148 ns. Per the summary, power density relative to cell area is 1750 nW/um2.

Routed via count divided by cell count landed at 4.42. Yosys stat counts 73 cells in the synthesized netlist. Post-synth area from yosys stat landed at 2190 um2. Summed negative setup slack over all endpoints landed at -0.461 ns. Total routing resource utilization after global routing landed at 0.203. In the final routed layout, each cell accounts on average for 16.6 um. The worst setup path is launched from a flop. The script parses the final routing iteration and logs DRC violations as 0. After layout, the worst setup slack is -0.0469 ns. The count of nets left with antenna violations once routing finished came out at 0. Setup repair after global routing could not meet its margin everywhere.

Wire length after detailed routing landed at 5140 um. The global routing report lists met1 layer usage as 0.312. The CTS report gives the tree buffer count as 9.

Clock period minus final worst setup slack landed at 1.05 ns. On met2, the global router reports a usage of 0.265. Endpoints failing hold in the final report were tallied at 0. Core occupancy in the finished layout landed at 0.697. Die extent in x landed at 76.0 um.

The critical path's slowest stage uses the library cell sky130_fd_sc_hd__edfxtp_1. Sequential cell area landed at 2190 um2. The first TritonRoute pass finished after 3 iterations.

The data required time reported for the critical path is 0.80 ns. At the floorplan stage, the core utilization is reported as 0.421. The slew check shows that the tightest pin keeps a relative margin of 0.901.

Post-synthesis sequential element count landed at 73. Number of global-route vias before repair landed at 1529. TritonCTS built the clock tree. Buffer and inverter count on the worst path landed at 1. Last weighted congestion value of the routability-driven placer landed at 0.763. Looking at the clock tree report, the maximum root-to-sink buffer count equals 2.

The initial antenna violation count was 0. According to the floorplan log, the row count is 26. Entering global routing, the biggest net connects 28 pins. Clock transition time at the flip-flop clock pins of the worst setup and hold paths landed at 0.07 ns.

Overall power after layout landed at 6.34 mW. Final cycle utilization of the critical path landed at 1.05. Depth of the CTS H-tree landed at 3. Number of sinks handled by clock tree synthesis landed at 73. Chip footprint landed at 5780 um2.

Per the CTS log, the root buffer master is sky130_fd_sc_hd__clkbuf_8. Highest ir drop seen on vdd landed at 1.08 mV. In this run the number of cells on the critical path is 1.

Share of the yosys chip area belonging to registers landed at 1.00. For this block, the initial DRC count from the detailed router was 52. Data arrives at the worst endpoint at 0.85 ns.

Along the worst hold path, the cell count comes to 2. Via count landed at 1366. From bottom edge to top edge, the die measures 76.0 um. The library cell used most frequently in the layout, excluding fill and tap cells, is sky130_fd_sc_hd__buf_2. Per the synthesis report, the number of distinct cell types is 1. Per the finish-stage timing summary, setup violations number 34. 0 cells are multi-input combinational gates. Area occupied by multi-input gates landed at 0 um2. Averaged over all synthesized cells, the footprint is 30.0 um2. Per the post-synthesis report, the number of cells in the design is 73. Of all nets on the critical path, the largest fanout is 1. By startpoint and endpoint, the worst setup path is classified as reg2out. Broken down by cell family, the worst path's largest delay share belongs to flip-flops. Compared with the post-synthesis result, the final layout area differs by 65.4%. Number of warnings in the stage logs landed at 28. Delay of the slowest cell on the worst path landed at 0.39 ns.

Before any placement, the netlist area is recorded as 2190 um2. Across the run, the number of max-cap violations was 0. Static power due to leakage landed at 1.42 nW. Number of pins with negative max-slew slack in the final report landed at 0.

The first global-routing pass estimated 7820 um of wire. Area after detailed placement landed at 3810 um2. Listed in order, past its start point the critical path passes buf_2. The routed design ends up with an antenna cell count of 0. Post-route cell area landed at 3630 um2.

The top cell types in the final layout, fill and taps aside, are 74 x sky130_fd_sc_hd__buf_2, 73 x sky130_fd_sc_hd__edfxtp_1, 73 x sky130_fd_sc_hd__clkdlybuf4s50_1, 9 x sky130_fd_sc_hd__clkbuf_8, 4 x sky130_fd_sc_hd__clkinv_2. Top-level port count landed at 148. The layout summary lists the proportion of cells stronger than drive strength 1 as 0.385. Number of inserted filler cells in the final layout landed at 380.

The layer flagged by global routing as most heavily used is met1. Synthesis warning total landed at 1. Total core area landed at 5200 um2.

Global-route met3 utilization landed at 0.134. In this run the worst hold path is classified as in2reg. For this run the aggregate overflow at the end of global routing stands at 0. The worst setup path is captured at an output pin. Maximum clock frequency landed at 0.955 GHz. Number of input and output port buffers inserted landed at 147.
[metrics by stage]
stage	hold slack (ns)	setup slack (ns)	instances
final	0.378	-0.0469	309
after global placement	0.708	-0.0159	293
after detailed placement	0.709	-0.00349	293
after floorplan	0.299	0.501	73
after CTS	0.358	-0.0723	309
after global routing	0.369	-0.0895	309
[worst paths after layout]
path	startpoint	to	slack [ns]
worst max-delay path	RDaddr_o[4]$_DFFE_PP_	RDaddr_o[4]	-0.05
worst min-delay path	start_i	ALU_rst_o[31]$_DFFE_PP_	0.38
[power breakdown]
part | internal, mW | leakage (nW) | total (mW) | switching [mW]
sequential | 3.63 | 0.714 | 3.69 | 0.0545
combinational | 0.411 | 0.605 | 0.557 | 0.145
clock | 1.12 | 0.0962 | 2.09 | 0.969
total | 5.17 | 1.42 | 6.34 | 1.17
[per-layer routing]
metal	part of all wire	wire length [um]
met5	0	0
met3	0.17	885
met2	0.43	2200
met4	0.031	159
met1	0.37	1890
[cell families (layout without fill, tap and decap cells)]
group,Yosys count,in the layout,share of synthesized area
flops,73,73,1.00
buf+inv,0,166,0
[registers in the layout, summed over array words and instances, names as in the netlist]
| signal | cells |
|---|---|
| RDaddr_o | 5 |
| MemWrite_o | 1 |
| MemtoReg_o | 1 |
| MemRead_o | 1 |
| RegWrite_o | 1 |
| writeData_o | 32 |
| ALU_rst_o | 32 |
[synth_stat cells]
| cell | count | area [um2] |
|---|---|---|
| sky130_fd_sc_hd__edfxtp_1 | 73 | 2190 |
[cell type report]
class,count,area share
sequential,73,0.605
timing repair buffer,150,0.320
clock buffer,9,0.0342
tap,70,0.0242
clock inverter,7,0.0169
[timing repair]
item	in CTS	in global routing
setup endpoints to repair	73	73
hold buffers	0	0
hold endpoints to repair	0	0
buffers inserted	0	0
resized	226	0
No activity file was given, so power comes from the tool's default toggle rates.
