## ./design.v

```verilog
module IF_ID(
    clk_i,
    start_i,
    pc_i,
    instr_i,
    stall_i,
    flush_i,
    pc_o,
    instr_o
);
input 		          		clk_i, start_i, stall_i, flush_i;
input       [31:0]      pc_i;
input	      [31:0] 	  	instr_i;
output reg  [31:0]      pc_o;
output reg	[31:0] 	  	instr_o;
reg         [31:0]      inst;
always @(posedge clk_i) begin
  if (start_i) begin
      if (flush_i == 1'b1) begin
          instr_o <= 32'b0;
          pc_o <= 32'b0;
      end
      else if (stall_i == 1'b0) begin
      	  pc_o <= pc_i;
          instr_o <= instr_i;
      end
  end
end
endmodule
```

## ./config.mk

```make
export PLATFORM = sky130hd
export DESIGN_NAME = IF_ID
export DESIGN_NICKNAME = IF_ID
export VERILOG_FILES = /design/flow/design.v
export SDC_FILE = /design/flow/constraint.sdc
export NUM_CORES = 4
export LEC_CHECK = 1
export CORE_UTILIZATION = 30
```

## ./run.sh

```bash
#!/bin/bash
# OpenROAD 26Q1-2900-gdf79404cd8, Yosys 0.63+post, stock flow scripts
make -C /OpenROAD-flow-scripts/flow DESIGN_CONFIG=/design/flow/config.mk WORK_HOME=/design/flow/orfs finish
```

## ./constraint.sdc

```tcl
current_design IF_ID

set clk_period 10.0
set clk_io_pct 0.2

create_clock -name clk0 -period $clk_period [get_ports {clk_i}]

set non_clock_inputs [all_inputs -no_clocks]
set_input_delay [expr $clk_period * $clk_io_pct] -clock clk0 $non_clock_inputs
set_output_delay [expr $clk_period * $clk_io_pct] -clock clk0 [all_outputs]
```

==> qor.csv <==
stage;metric;value;unit
final_timing;Final min period;3.82;ns
synthesis;YS warnings;1;
worst_setup_path;CP arrival;3.77;ns
synthesis;Post-synth seq share;77.4;%
placement;IO buf count;131;
worst_setup_path;startpoint type of the worst setup path;input port;
outcome;status;complete, no violations;
grt;grt ovf;0;
synthesis;ys flops;64;
placement;Setup WS pre-CTS;5.82;ns
final_timing;Sum Neg Setup Slack;0;ns
final_timing;Pins Over Slew Limit;0;
route;DR DRC count;0;
clocking;Sinks on Clock Net;64;
floorplanning;fp util;31.6;%
worst_setup_path;CP required;9.95;ns
floorplanning;die area;0.00865;mm^2
final_timing;final setup violation count;0;
clocking;root buf cell;clkbuf_8;
route;Initial DRT Pass Iterations;4;
route;DRT iter0 DRCs;53;
hold_path;worst hold endpoint;instr_o[27];
route;Antenna Cells;0;
grt;wire length of the first global-routing pass;7150;um
floorplanning;Cell Rows;32;
finish;Final Util;51.3;%
floorplanning;Die Span Y;93.0;um
pwr;VDD IR max;75.9;uV
synthesis;Yosys cell types;8;
final_timing;Slew @ Worst Pin;0.811;ns
pwr;power after layout;0.588;mW
clocking;CTS tree;done;
final_timing;period utilization;38.2;%
route;via count;1522;
worst_setup_path;crit end category;register;
clocking;total setup buffers inserted after CTS;0;
final_timing;RSZ-0062 raised after global routing;no;
clocking;CTS Buf Count;9;
hold_path;Hold Path Depth;2;
pwr;power density cells;146;mW/mm^2
final_timing;Max-slew headroom;46.0;%
synthesis;Mapped Cells;137;
pwr;Pleak;1.39;nW
worst_setup_path;Crit Path Max Fanout;65;
final_timing;endpoints failing hold;0;
hold_path;Worst Hold Class;in2reg;
final_timing;PnR worst setup slack;6.18;ns
worst_setup_path;critical path class;in2reg;
finish;layout cells sized above 1;16.8;%
grt;largest net degree at the start of global routing;66;
placement;RePlAce Congestion;0.702;
grt;vias in the first global route;1483;
synthesis;syn avg cell area;18.1;um^2
synthesis;ys cells;137;
route;drt total wl;4640;um
floorplanning;Horiz. Die Dim;93.0;um
grt;initial antenna violation count;0;
placement;dpl hpwl;3100;um
synthesis;Cell area leaders;edfxtp_1, nor2b_2, nor2b_1;
route;via/cell ratio;3.99;
floorplanning;I/O pins;132;
clocking;Bufs on Longest Clock Path;2;
clocking;Clock Pin Slew Worst Setup and Hold Paths;0.07;ns
hold_path;Hold Startpoint;instr_i[27];
synthesis;Yosys chip area;0.00248;mm^2
final_timing;WHS;2.33;ns
synthesis;mapped cell area;0.00248;mm^2
floorplanning;core footprint;0.00785;mm^2
run;Log Warnings;25;
finish;layout overhead on the synthesized area;62.1;%
synthesis;Synth area leader;edfxtp_1;
clocking;htree depth;3;
clocking;CTS resizes;0;
run;max cap viols;0;
route;drt wl/cell;12.2;um
synthesis;Area leader share;77.4;%
clocking;CTS Hold Buffers Added;0;
route;remaining antenna violation count;0;
final_timing;fmax;262;MHz
grt;All-Layer GR Usage;11.3;%
[power breakdown]
part / internal [mW] / total, mW / leakage (nW) / switching (mW)
combinational: 0.0654 / 0.0849 / 0.717 / 0.0195
clock: 0.0874 / 0.176 / 0.0843 / 0.0885
sequential: 0.322 / 0.327 / 0.587 / 0.00575
[layout make-up]
class / count / area [um^2]
repair buffers: 133 / 1320
multi-input cells: 65 / 497
flip-flops and latches: 64 / 1920
well taps: 102 / 128
clock buffers: 11 / 131
clock inverters: 5 / 23.8
fillers: 699 / 3820
inverters: 1 / 3.75
[layer usage]
layer	wire length (um)	global-route usage [%]
met5	0	0
met1	1880	17.2
met4	96	2.05
met2	2080	15.7
met3	583	5.71
[per-stage QoR]
step / area [um^2] / std cells
after floorplan: 2480 / 137
after global placement: 3870 / 365
after detailed placement: 3870 / 365
after CTS: 4030 / 381
after global routing: 4030 / 381
final: 4030 / 381
[cell usage after synthesis]
master / count
and2b_1: 2
buf_6: 6
nor2b_1: 32
inv_1: 1
nor2b_2: 30
edfxtp_1: 64
a21boi_1: 1
buf_2: 1
[kinds of logic (layout without fill, tap and decap cells)]
family,after synthesis,count (layout),share of synthesized area (%)
AOI/OAI and AO/OA,1,1,0.302
and+or+nand+nor,64,64,19.2
DFF,64,64,77.4
buffers and inverters,8,150,3.07
[sequential cells by signal, summed over array words and instances, names as in the netlist]
signal   flops
instr_o     32
pc_o        32
[cells in the final DEF (no fill, tap or decap)]
master,count
clkdlybuf4s50_1,130
edfxtp_1,64
nor2b_1,32
nor2b_2,30
clkbuf_8,9
clkinv_2,4
and2b_1,2
clkbuf_1,2
buf_4,2
inv_1,1
a21boi_4,1
clkinv_1,1
buf_2,1
[how the worst max path moves through the flow]
stage                    from         end  slack, ns  depth (start not counted)
after CTS             flush_i    pc_o[18]       6.19                          5
after global routing  flush_i  instr_o[3]       6.04                          5
final                 flush_i  instr_o[7]       6.18                          5
[worst max-delay path, stage by stage]
cell and delay, ns:
buf_2 0.07, buf_4 0.59, inv_1 0.18, a21boi_4 0.18
buf_4 0.63
Power is estimated from default activity; no workload was simulated.
