[flow/run.sh]
#!/bin/bash
# OpenROAD 26Q1-2900-gdf79404cd8, Yosys 0.63+post, stock flow scripts
make -C /OpenROAD-flow-scripts/flow DESIGN_CONFIG=/design/flow/config.mk WORK_HOME=/design/flow/orfs finish
[flow/config.mk]
export PLATFORM = sky130hd
export DESIGN_NAME = MEM_WB
export DESIGN_NICKNAME = MEM_WB
export VERILOG_FILES = /design/flow/design.v
export SDC_FILE = /design/flow/constraint.sdc
export NUM_CORES = 4
export LEC_CHECK = 1
export CORE_UTILIZATION = 50
[flow/constraint.sdc]
current_design MEM_WB

set clk_period 1.0
set clk_io_pct 0.2

create_clock -name clk0 -period $clk_period [get_ports {clk_i}]

set non_clock_inputs [all_inputs -no_clocks]
set_input_delay [expr $clk_period * $clk_io_pct] -clock clk0 $non_clock_inputs
set_output_delay [expr $clk_period * $clk_io_pct] -clock clk0 [all_outputs]
[flow/design.v]
module MEM_WB(
    clk_i,
    start_i,
    RegWrite_i,
    MemtoReg_i,
    RegWrite_o,
    MemtoReg_o,
    ALU_rst_i,
    ReadData_i,
    ALU_rst_o,
    ReadData_o,
    RDaddr_i,
	  RDaddr_o
);
input         clk_i, start_i;
input         RegWrite_i, MemtoReg_i;
output  reg    RegWrite_o, MemtoReg_o;
input        [31:0]    ReadData_i, ALU_rst_i;
output  reg   [31:0]    ReadData_o, ALU_rst_o;
input        [4:0]     RDaddr_i;
output  reg   [4:0]     RDaddr_o;
always @(posedge clk_i) begin
  if (start_i) begin
    RegWrite_o <= RegWrite_i;
    MemtoReg_o <= MemtoReg_i;
    ReadData_o <= ReadData_i;
    ALU_rst_o <= ALU_rst_i;
	  RDaddr_o <= RDaddr_i;
  end
end
endmodule
==> out/results.tsv <==
stage	metric	value	unit
placed_design	gp_routability_congestion	0.7494	
status	error_line	[ERROR DPL-0036] Detailed placement failed.	
status	failed_stage	3_5_place_dp	
die	fp_util	0.5254	
logic_synthesis	synth_cell_types	1	
logic_synthesis	ys_warn_count	1	
logic_synthesis	ys_cells	71	
die	ios	144	
logic_synthesis	netlist_area	0.002132	mm^2
logic_synthesis	netlist_instances	71	
status	status	did not finish	
die	rows	23	
logic_synthesis	synth_flops	71	
placed_design	port_buffers	143	
logic_synthesis	syn_avg_cell_area	30.03	um^2
logic_synthesis	ys_seq_share	1.000	
logic_synthesis	ys_chip_area	0.002132	mm^2
die	chipWidth	67.30	um
die	die_height	67.30	um
-- cells in the mapped netlist --
cell type,n,area share
edfxtp_1,71,1.0
-- through the flow --
| step | instances | worst slack (ns) | hold WS [ns] | total power [W] |
|---|---|---|---|---|
| 2_1_floorplan | 71 | 0.5013 | 0.2989 | 0.003599 |
| 3_3_place_gp | 266 | 0.009980 | 0.7039 | 0.004369 |
-- cell families after synthesis --
group and synth area share:
flops 1.000
Power figures rest on the tool's default switching activity, not on a simulated workload.
